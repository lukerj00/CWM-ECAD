==> design.v <==
  module trafficlights (
    input clk,
    output wire red_out,
    output wire amber_out,
    output wire green_out
  );
   reg [2:0] counter;
   reg red;
   reg amber;
   reg green;
  assign red_out = red;
  assign amber_out = amber;
  assign green_out = green;
   always @(posedge clk) begin
        if (counter<3'b100)
         counter <= #1 (counter + 1);
        else
         counter <= #1 3'b001;
        end
  always @(posedge clk) begin
    case(counter)
       3'b001 : begin
		red <= 1;
                amber <= 0;
		green <= 0;
                end
       3'b010 : begin
		red <= 1;
                amber <= 1;
                green <= 0;
		end
       3'b011 : begin
		red <= 0;
                amber <= 0;
                green <= 1;
		end
       3'b100 : begin
		red <= 0;
                amber <= 1;
                green <= 0;
		end
    endcase
   end
endmodule
==> run.sh <==
#!/bin/bash
# OpenROAD 26Q1-2900-gdf79404cd8, Yosys 0.63+post, stock flow scripts
make -C /OpenROAD-flow-scripts/flow DESIGN_CONFIG=/design/flow/config.mk WORK_HOME=/design/flow/orfs finish
==> config.mk <==
export PLATFORM = sky130hd
export DESIGN_NAME = trafficlights
export DESIGN_NICKNAME = trafficlights
export VERILOG_FILES = /design/flow/design.v
export SDC_FILE = /design/flow/constraint.sdc
export NUM_CORES = 4
export LEC_CHECK = 1
export CORE_AREA = 10 10 70 70
export DIE_AREA = 0 0 80 80
==> constraint.sdc <==
current_design trafficlights

set clk_period 1.8
set clk_io_pct 0.2

create_clock -name clk0 -period $clk_period [get_ports {clk}]

set non_clock_inputs [all_inputs -no_clocks]
set_input_delay [expr $clk_period * $clk_io_pct] -clock clk0 $non_clock_inputs
set_output_delay [expr $clk_period * $clk_io_pct] -clock clk0 [all_outputs]
==> results.cfg <==
; physical design summary
[outcome]
status = complete, no violations

[timing]
finalHoldViolCount = 0
worst_slew_pin_slew_ns = 0.346
whs_ns = 0.428
setup_viol = 0
relSlewSlack_pct = 76.9
fmaxAchievable_ghz = 0.728
fin_crit_ns = 1.37
tns_ns = 0
final.period_utilization_pct = 76.3
finalClockSkew_ns = 0.00262
rsz0062_at_grt = no
timing.final.max_slew_violations = 0

[worst_hold_path]
hold_path_class = flop to flop

[cts]
clock_sinks = 6
cts_tree = done
root_buffer = clkbuf_4
clock_latency_ns = 0.24
hold_buffers = 0
cts.htree.levels = 1
cts_buffer_depth = 2
postCtsResizedCells = 0
postCtsSetupBuffers = 0
cts_buffers = 3
clkTransAtPathRegs_ns = 0.05

[global_routing]
grt_max_degree = 11
grt.total_usage_pct = 1.56
grt_pass1_wl_um = 745
grt-ovfl-total = 0
grt_pass1_vias = 199
antenna_found_initial = 0

[detailed_routing]
drc = 0
wl_per_cell_um = 5.48
vias = 209
wirelength_um = 460
dr.pass1.iters = 2
antenna_cells = 0
first_iter_violations = 6
antenna_left = 0
drt-vias-per-instance = 2.49

[power]
leakage_uw = 0.000181
powerDensity_nw_per_um2 = 606
max-vdd-ir-drop_v = 0.000156

[floorplanning]
core_area_um2 = 3420
fp_util_pct = 10.4
die_h_um = 80
die-area_um2 = 6400
die_w_um = 80
row_count = 21
pin_count = 4

[worst_setup_path]
crit_required_ns = 1.44
path_class = flop to output port
cpPeakStageDelay_ns = 0.46
cp_max_fo = 1
worstPathArrival_ns = 1.01
crit_path_end_kind = output port
worstPathCellList = clkdlybuf4s50_1
cp-start-kind = flop
cp_slowest_cell = clkdlybuf4s50_1
path_delay_family = buffers and inverters
crit_buf_inv = 1

[synthesis]
logic_family = adder cells
yosys.area_share.xor_xnor_pct = 0
postSynthAreaPerCell_um2 = 11.1
synthAdderAreaFrac_pct = 24.7
ys_sh_mux_pct = 0
yosysCellCount = 32
ys_seq_share_pct = 42.4
yosysWarnings = 1
synth_cells = 32
ys.flops = 6
simple_gate_share_pct = 9.89
netlist-cell-type-count = 15
ys_chip_area_um2 = 354
netlist_area_um2 = 354
yosys.area_share.aoi_pct = 14.5

[placed_design]
dp_cells = 80
dpl_cell_area_um2 = 430
gp_congestion = 0.721
port_buffers = 3
dp_hpwl_um = 377

[final_layout]
stdcell_count = 84
final_area_um2 = 457
utilization_pct = 13.4
layout-drive-gt1-share_pct = 18.4
area_delta_synth_final_pct = 29.0

[job]
drv_cap = 0
warning_count = 30
cell usage in the layout, fill, tap and decap left out:
cell type and count:
a21boi_4 1, clkbuf_1 1, clkbuf_4 3, clkdlybuf4s50_1 3
dfxtp_1 3, edfxtp_1 3, ha_1 7, inv_1 4
inv_2 1, nand2_1 1, nand2_2 2, nor2_1 2
nor2b_1 1, nor3_1 1, o211ai_1 2, o21a_1 1
o21ai_0 2
layer usage:
metal	share of wire, %	vias to the layer above	routed length [um]	global-route usage [%]
met5	0	-	0	0
met4	0	0	0	0.176
met3	20	0	90	2.27
met2	33	6	154	2.01
met1	47	84	215	1.42
li1	-	119	-	-
path summary, 6_finish.rpt:
| check | from | cells past startpoint | to | slack, ns |
|---|---|---|---|---|
| setup / recovery | amber | 1 | amber_out | 0.43 |
| hold / removal | counter[0] | 1 | counter[0] | 0.43 |
| setup reg to reg | counter[2] | 4 | green | 0.56 |
| hold reg to reg | counter[0] | 1 | counter[0] | 0.43 |
flip-flops by register name, indices dropped and copies added (netlist names):
name	count
amber	1
counter	3
green	1
red	1
synthesized netlist by cell type:
cell type / instances / share of area, %
edfxtp_1: 3 / 25
o21ai_0: 2 / 2.8
nor2_1: 2 / 2.1
dfxtp_1: 3 / 17
nand2_2: 2 / 3.5
inv_1: 4 / 4.2
nor3_1: 1 / 1.4
ha_1: 7 / 25
nor2b_1: 1 / 1.8
o21a_1: 1 / 2.1
inv_2: 1 / 1.1
a21boi_4: 1 / 5.3
nand2_1: 1 / 1.1
buf_6: 1 / 3.2
o211ai_1: 2 / 4.2
cell type report:
| class | instances | area (um^2) |
|---|---|---|
| timing repair buffer | 3 | 30.0 |
| clock buffer | 4 | 26.3 |
| tap | 46 | 57.6 |
| sequential | 6 | 150 |
| inverter | 5 | 18.8 |
| multi-input combinational | 20 | 174 |
| fill | 387 | 2960 |
cells by family (layout without fill, tap and decap cells):
group	after synthesis	after routing
AND-OR/OR-AND	6	6
adder cells (fa/ha/maj)	7	7
buffers and inverters	6	12
flip-flops	6	6
AND/OR/NAND/NOR	7	7
power breakdown:
part | internal, uW | switching (uW)
combinational | 0 | 0
clock | 84.1 | 50.2
sequential | 142 | 0
total | 227 | 50.2
stage by stage:
step	power, uW	setup WS [ns]
6_report	277	0.426
5_1_grt	291	0.371
3_3_place_gp	145	0.564
3_5_place_dp	145	0.560
2_1_floorplan	145	0.633
4_1_cts	282	0.407
No activity file was given, so power comes from the tool's default toggle rates.
