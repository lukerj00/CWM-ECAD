--- ./design.v ---
  module dice (
    input clk,
    input reset,
    input button,
    output reg [2:0] throw
  );
  always @(posedge clk) begin
    if (reset == 1)
      throw <= #1 3'b001;
    else if (reset == 0) begin
      if (button) begin
        if (throw<3'b111)
         throw <= #1 (throw + 1);
        else
         throw <= #1 3'b001;
        end
      else
        throw <= #1 throw;
      end
    end  
endmodule
--- ./run.sh ---
#!/bin/bash
# OpenROAD 26Q1-2900-gdf79404cd8, Yosys 0.63+post, stock flow scripts
make -C /OpenROAD-flow-scripts/flow DESIGN_CONFIG=/design/flow/config.mk WORK_HOME=/design/flow/orfs finish
--- ./config.mk ---
export PLATFORM = sky130hd
export DESIGN_NAME = dice
export DESIGN_NICKNAME = dice
export VERILOG_FILES = /design/flow/design.v
export SDC_FILE = /design/flow/constraint.sdc
export NUM_CORES = 4
export LEC_CHECK = 1
export CORE_AREA = 10 10 70 70
export DIE_AREA = 0 0 80 80
--- ./constraint.sdc ---
current_design dice

set clk_period 1.7
set clk_io_pct 0.2

create_clock -name clk0 -period $clk_period [get_ports {clk}]

set non_clock_inputs [all_inputs -no_clocks]
set_input_delay [expr $clk_period * $clk_io_pct] -clock clk0 $non_clock_inputs
set_output_delay [expr $clk_period * $clk_io_pct] -clock clk0 [all_outputs]
==> impl_metrics.yaml <==
# yosys + openroad results
outcome:
  status: "complete, no violations"
critical_path:
  crit_type: "reg2out"
  cp_data_arrival_time_ps: 1140
  rr_startpoint: "throw[1]$_SDFFE_PP0P_"
  crit_family: "buffers and inverters"
  cp-end-kind: "output pin"
  cpPeakStageDelay_ps: 500
  startpoint_type: "register"
  cp_max_fo: 5
  crit_path_cell_trace: "clkdlybuf4s50_1"
  cp-startpoint: "throw[1]$_SDFFE_PP0P_"
  slowest_stage: "clkdlybuf4s50_1"
  worst_ep_required_time_ps: 1360
  crit_buf_inv: 1
power_and_ir_drop:
  peakVddDrop_uv: 150
  p_comb_share_pct: 14.8
  clkPwrFrac_pct: 51.1
  power.leakage_uw: 0.0000950
  p_int_uw: 189
  seqPwrFrac_pct: 34.1
  swShare_pct: 24.1
  switchingPower_uw: 60.1
  p_per_area_nw_per_um2: 914
floorplan:
  fp_util_pct: 3.99
  rows: 21
  dieArea_sq_um: 6400
  die.size.y_microns: 80
  chipWidth_microns: 80
  pin_count: 6
  core_region_area_sq_um: 3420
logic_synthesis:
  ys_sh_mux_pct: 7.34
  yosysWarnings: 1
  synth.ff_latch_count: 3
  simple_gate_share_pct: 13.8
  syn-cell-area_sq_um: 136
  avgSynthCellArea_sq_um: 9.09
  ys_area_sq_um: 136
  ys_seq_share_pct: 44.0
  adder_share_pct: 9.17
  synthCells: 15
  xor_area_share_pct: 0
  topCombFamilyByArea: "AND-OR/OR-AND gates"
  synth_cell_types: 11
  aoi_share_pct: 22.9
  ys_cells: 15
clock_tree:
  clock_sinks: 3
  cts_tree: "done"
  cts.clk_slew.worst_paths_ps: 40
  cts_inserted_buffers: 3
  ctsHoldBuffers: 0
  clk_latency_ps: 230
  post_cts_buffers: 0
  cts-resized-gates: 0
  htree_levels: 1
  clk_path_buf_depth: 2
  cts_root_buffer: "clkbuf_4"
place:
  numPortBuffers: 5
  placed_cells: 66
  routabilityCongestion: 0.657
global_routing:
  antenna_found_initial: 1
  grt_pass1_wl_microns: 703
  grt-ovfl-total: 0
  busiest_layer: "met3"
  grtUsageMet2_pct: 1.52
  met1_usage_pct: 1.46
  grt_max_degree: 6
  grt_usage_pct: 1.53
  grt_pass1_vias: 154
  grt_util_met3_pct: 2.61
final_timing:
  setup_tns_ps: 0
  rsz0062_at_grt: "no"
  slew_headroom_pct: 89.1
  max_freq_ghz: 0.676
  tightestPinTransition_ps: 158
  finalClockPeriodUsage_pct: 87.1
  finalSetupViolCount: 0
  final_hold_viol_count: 0
  slew_viol_final: 0
  period_minus_slack_ps: 1480
  finalClockSkew_ps: 1.14
finish:
  final_util_pct: 7.99
  area_delta_synth_final_pct: 100
  regArea_sq_um: 60.1
  top_register: "throw"
  drive_gt1_share_pct: 16.7
  largest_reg_flops: 3
  final_cells: 71
  num-fill-cells: 404
  top_regs: "throw: 3 flops"
  lay_top_cells: "5 x clkdlybuf4s50_1, 3 x clkbuf_4, 3 x dfxtp_1"
  lay_top_count: "clkdlybuf4s50_1"
  logic_area_sq_um: 72.6
flow_run:
  warnings: 25
  cap_violations: 0
drt:
  drt_wl_total_microns: 421
  vias: 147
  first_pass_iters: 4
  via_per_inst: 2.07
  drc: 0
  routedWlPerCell_microns: 5.93
  ant_nets: 0
  drt_iter0_markers: 5
min_path:
  hold_class: "reg2reg"
  hold_start: "throw[2]$_SDFFE_PP0P_"
layer usage:
layer | routed length (microns) | share of wire [%]
met1 | 168 | 40
met2 | 123 | 29
met3 | 124 | 29
met4 | 5 | 1.2
met5 | 0 | 0
logic make-up (layout without fill, tap and decap cells):
| logic type | Yosys count | in the layout |
|---|---|---|
| fa+ha+maj | 1 | 1 |
| other cells | 0 | 1 |
| buf+inv | 1 | 10 |
| flops | 3 | 3 |
| compound gates | 5 | 5 |
| simple gates | 4 | 4 |
| mux | 1 | 1 |
through the flow:
stage               instance area [sq um]  worst slack [ps]  hold slack (ps)  power [uW]
floorplan                             136               825              409         100
global placement                      244               425              501         120
global route                          273               157              578         267
CTS                                   270               205              519         255
finish                                273               220              525         249
detailed placement                    244               383              512         123
worst paths after layout:
kind | end | slack, ps | cells past startpoint
worst max-delay path | throw[1] | 220 | 1
worst min-delay path | throw[2]$_SDFFE_PP0P_ | 530 | 2
worst max register to register | throw[1]$_SDFFE_PP0P_ | 700 | 3
worst min register to register | throw[2]$_SDFFE_PP0P_ | 530 | 2
power by group through the flow:
stage / Clock (uW) / Combinational [uW] / Sequential [uW]
after CTS: 133 / 37.4 / 85.0
after global routing: 139 / 42.0 / 86.3
final: 127 / 36.9 / 85.0
layout make-up:
| cell class | count | share of cell area [%] |
|---|---|---|
| inverter | 1 | 1.38 |
| timing repair buffer | 5 | 18.3 |
| sequential | 3 | 22.0 |
| tap | 46 | 21.1 |
| antenna | 1 | 0.917 |
| clock buffer | 4 | 9.63 |
| multi-input combinational | 11 | 26.6 |
cell usage after synthesis, drive strengths merged:
master | instances | area (sq um)
nand2 | 1 | 3.75
o21ai | 1 | 5.00
inv | 1 | 3.75
ha | 1 | 12.5
dfxtp | 3 | 60.1
o21bai | 1 | 7.51
a21oi | 3 | 18.8
nand3b | 1 | 7.51
nor2 | 2 | 7.51
mux2i | 1 | 10.0
Power figures rest on the tool's default switching activity, not on a simulated workload.
